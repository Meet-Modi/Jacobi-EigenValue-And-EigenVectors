## ./design.v

```verilog
`timescale 1ns / 1ps
module multiplier(a, b, out); 
  input  [31:0] a, b;
  output [31:0] out;
  wire [31:0] out;
	reg a_sign;
  reg [7:0] a_exponent;
  reg [23:0] a_mantissa;
	reg b_sign;
  reg [7:0] b_exponent;
  reg [23:0] b_mantissa;
  reg o_sign;
  reg [7:0] o_exponent;
  reg [24:0] o_mantissa;
	reg [47:0] product;
  assign out[31] = o_sign;
  assign out[30:23] = o_exponent;
  assign out[22:0] = o_mantissa[22:0];
	reg  [7:0] i_e;
	reg  [47:0] i_m;
	wire [7:0] o_e;
	wire [47:0] o_m;
	multiplication_normaliser norm1
	(
		.in_e(i_e),
		.in_m(i_m),
		.out_e(o_e),
		.out_m(o_m)
	);
  always @ (a,b) begin
		a_sign = a[31];
		if(a[30:23] == 0) begin
			a_exponent = 8'b00000001;
			a_mantissa = {1'b0, a[22:0]};
		end else begin
			a_exponent = a[30:23];
			a_mantissa = {1'b1, a[22:0]};
		end
		b_sign = b[31];
		if(b[30:23] == 0) begin
			b_exponent = 8'b00000001;
			b_mantissa = {1'b0, b[22:0]};
		end else begin
			b_exponent = b[30:23];
			b_mantissa = {1'b1, b[22:0]};
		end
    o_sign = a_sign ^ b_sign;
    o_exponent = a_exponent + b_exponent - 8'b01111111;
    product = a_mantissa * b_mantissa;
    if(product[47] == 1) begin
      o_exponent = o_exponent + 1;
      product = product >> 1;
    end else if((product[46] != 1) && (o_exponent != 0)) begin
      i_e = o_exponent;
      i_m = product;
      o_exponent = o_e;
      product = o_m;
    end
		o_mantissa = product[46:23];
	end
endmodule
`timescale 1ns / 1ps
module multiplication_normaliser(in_e, in_m, out_e, out_m);
  input [7:0] in_e;
  input [47:0] in_m;
  output [7:0] out_e;
  output [47:0] out_m;
  wire [7:0] in_e;
  wire [47:0] in_m;
  reg [7:0] out_e;
  reg [47:0] out_m;
  always @ ( * ) begin
	  if (in_m[46:41] == 6'b000001) begin
			out_e = in_e - 5;
			out_m = in_m << 5;
		end else if (in_m[46:42] == 5'b00001) begin
			out_e = in_e - 4;
			out_m = in_m << 4;
		end else if (in_m[46:43] == 4'b0001) begin
			out_e = in_e - 3;
			out_m = in_m << 3;
		end else if (in_m[46:44] == 3'b001) begin
			out_e = in_e - 2;
			out_m = in_m << 2;
		end else if (in_m[46:45] == 2'b01) begin
			out_e = in_e - 1;
			out_m = in_m << 1;
		end
  end
endmodule
```

## ./run.sh

```bash
#!/bin/bash
# OpenROAD 26Q1-2900-gdf79404cd8, Yosys 0.63+post, stock flow scripts
make -C /OpenROAD-flow-scripts/flow DESIGN_CONFIG=/design/flow/config.mk WORK_HOME=/design/flow/orfs finish
```

## ./config.mk

```make
export PLATFORM = sky130hd
export DESIGN_NAME = multiplier
export DESIGN_NICKNAME = multiplier
export VERILOG_FILES = /design/flow/design.v
export SDC_FILE = /design/flow/constraint.sdc
export NUM_CORES = 4
export LEC_CHECK = 1
export CORE_UTILIZATION = 40
export SYNTH_HDL_FRONTEND = slang
```

## ./constraint.sdc

```tcl
current_design multiplier

set clk_period 27.4
set clk_io_pct 0.2

create_clock -name clk0 -period $clk_period

set non_clock_inputs [all_inputs -no_clocks]
set_input_delay [expr $clk_period * $clk_io_pct] -clock clk0 $non_clock_inputs
set_output_delay [expr $clk_period * $clk_io_pct] -clock clk0 [all_outputs]
```

==> summary.txt <==
Observations from the implementation run.

Outcome:
- The run finished with clean final reports.

Routing:
- Per the post-route antenna check, the number of violating nets is 0.
- The run puts the number of iterations in the first detailed-routing pass at 4.
- The run puts the post-detailed-route wirelength per cell at approximately 17 um.
- Wires add up to 55900 um.
- The run gives the total number of vias as between 15000 and 20000.
- The run gives the detailed-route DRC error count as 0.
- The run puts the count of antenna diodes in the layout at 0.
- The run gives the DRC violation total after the first TritonRoute iteration as slightly above 700.
- The run puts the detail-routed via count per cell at between 5 and 6.

Synthesis:
- The run gives the adder and majority cell fraction of the synthesized area as between 50% and 60%.
- The run gives the fraction of the mapped netlist area in simple logic gates as approximately 17%.
- The run gives the yosys stat chip area as roughly 22000 um2.
- The cell area that synthesis handed to floorplanning was approximately 22000 um2.
- The run gives the number of enable flip-flop cells as 0.
- The run gives the gate count after technology mapping as around 2600.
- The run puts the number of register bits inferred by synthesis at 68.
- The run gives the top logic cell family in the synthesized netlist as adder cells.
- The run puts the async set or reset register ratio after synthesis at 0%.
- The run puts the mean post-synth cell area at around 8.5 um2.
- The run gives the most used flip-flop cell after synthesis as dlxtp_1.
- The run puts the fraction of synthesized area in multiplexers at roughly 2.3%.
- The synthesis log from Yosys contains 0 warnings.
- The run puts the xor and xnor area share after synthesis at under 10%.
- The run puts the fraction of the mapped netlist area in compound gates at slightly below 8%.
- Per the Yosys statistics, synthesis produced 2595 cells.
- The gate-level netlist out of Yosys references just over 70 unique cell types.

Critical path:
- The run puts the data arrival time at the worst-slack endpoint at 14.43 ns.
- Looking at the setup timing report, the critical path kind is input port to output pin.
- The run gives the data required time of the worst path as about 22 ns.
- Along the worst path, the maximum fanout reaches between 50 and 60.
- The run gives the nature of the critical path startpoint as an input port.
- The run gives the kind of end point of the critical path as an output pin.

GRT:
- The run gives the total global-route track usage as 22.22%.
- The first global-routing pass estimated around 94000 um of wire.
- Entering global routing, the biggest net connects just under 60 pins.
- The run gives the number of global-route vias before repair as around 18000.
- The run puts the overall overflow remaining after global route at 0.
- The run puts the number of antenna violations at the first check in global routing at 0.

STA:
- For the final routed database, the setup TNS stands at 0 ns.
- Subtracting the final worst setup slack from the clock period gives 19.91 ns.
- The run puts the count of pins over their slew limit at 0.
- The run puts the highest clock frequency the design can meet at about 0.05 GHz.
- The run puts the share of the cycle needed by the critical path after routing at between 70 and 80%.
- The run puts the number of register pins that no clock reaches at ~68.
- The pin closest to its max-slew limit shows a slew of 0.6106 ns.
- The run puts the final-report hold violation count at 0.
- Setup repair after global routing left no endpoint under its margin.
- The run gives the number of unconstrained endpoints as ~68.
- The run gives the final count of negative-setup-slack endpoints as 0.
- The max-slew check reports its worst relative slack as between 50% and 60%.

Final layout:
- The run puts the count of placed standard cells in the final layout, fillers left out at ~3300.
- In this run the layout overhead on the synthesized area is reported as 7.524%.
- The run puts the number of filler cells placed in the layout at roughly 5000.
- The most common logic cells in the final layout are inv_1, fa_1, nand2_1, and2_1, ha_1.
- In the final layout, the share of cells above drive strength 1 is under 10%.
- By instance count after routing, the leading logic cell type is inv_1.

Min path:
- The run gives the path class of the lowest-slack min-delay path as input port to output pin.

Floorplanning:
- The run puts the area of the chip at about 56000 um2.
- The run gives the starting density of the core as 40.80%.
- The run gives the width of the die as 237.0 um.
- The total area inside the core boundary comes to approximately 54000 um2.
- The run gives the top-level port count as 96.
- The run puts the cell row count at roughly 85.
- In this run the vertical extent of the chip is about 240 um.

Flow run:
- The run gives the count of max-cap constraint violations as 0.
- The run gives the number of warnings in the stage logs as 39.

Clock network:
- The run puts the post-CTS setup buffer count at 0.
- The run gives the post-cts gate resize count as 0.
- After clock tree synthesis, the flow added hold-fix buffers numbering 0.

Placed design:
- The run gives the sum of net half-perimeters after detailed placement as ~45000 um.
- The run gives the final RePlAce weighted congestion as 0.9376.
- The run puts the count of buffers inserted at the top-level ports at 96.
- The detailed placer reported the number of placed instances as about 3300.
-- path summary, 6_finish.rpt --
check	startpoint	endpoint	slack [ns]	cells past startpoint
max	a[27]	out[28]	7.49	27
min	b[31]	out[31]	11.89	3
-- metrics by stage --
stage                     cell area (um2)  hold WS [ns]  setup WS (ns)  util [%]
after floorplan                     22080         11.11          9.557         -
after global placement              23750         11.88          7.629     43.86
after detailed placement            23750         11.89          7.571     43.86
after CTS                           23750         11.89          7.541     43.86
after global routing                23750         11.92          7.074     43.86
final                               23750         11.89          7.492     43.86
-- worst max-delay path, cell delays in order --
cell	delay, ns
clkdlybuf4s50_1	0.43
nor4_1	0.43
nand2_1	0.10
buf_4	0.24
and2_1	0.21
fa_1	0.50
fa_1	0.52
fa_1	0.54
inv_1	0.05
fa_1	0.48
fa_1	0.50
fa_1	0.51
inv_1	0.05
fa_1	0.43
ha_1	0.36
and2_0	0.30
nand3_1	0.12
or3_1	0.34
o21a_1	0.22
o21ai_1	0.39
o41ai_2	0.22
nor2_4	0.10
buf_4	0.47
and2_1	0.30
buf_4	0.35
a221o_1	0.21
clkdlybuf4s50_1	0.47
-- state kept, by name, indices dropped and copies added, names as in the netlist --
signal	cells
norm1.out_e	8
i_m	29
norm1.out_m	23
i_e	8
-- cell type report --
type | count | area, um2 | share of cell area (%)
Inverter | 537 | 2016 | 8.489
Multi-Input combinational cell | 1845 | 18450 | 77.69
Sequential cell | 68 | 1021 | 4.300
Tap cell | 696 | 870.8 | 3.667
Timing Repair Buffer | 153 | 1389 | 5.849
-- cell families (layout without fill, tap and decap cells) --
kind of cell	Yosys count	in the layout
xor gates and xnor gates	44	44
muxes	51	51
AOI/OAI and AO/OA	276	276
adders and majority gates	676	676
and+or+nand+nor	798	798
buffers and inverters	682	690
latches	68	68
-- Yosys cell counts (all sizes together) (4+ instances only) --
cell type / n / share of area [%]
nor4: 7 / 0.20
ha: 194 / 11
buf: 12 / 0.47
nor2b: 7 / 0.20
a21o: 18 / 0.61
o21ai: 67 / 1.5
nand2: 427 / 7.3
a31oi: 7 / 0.23
a221o: 5 / 0.23
dlxtp: 68 / 4.6
xnor2: 27 / 1.1
and2: 215 / 6.1
o22ai: 4 / 0.11
and3: 12 / 0.34
nor2: 74 / 1.3
fa: 482 / 44
mux2: 4 / 0.20
a211o: 5 / 0.20
nand4: 8 / 0.23
mux2i: 47 / 2.1
xor2: 17 / 0.67
nand3: 17 / 0.39
o21a: 8 / 0.27
clkbuf: 133 / 2.3
nor3: 13 / 0.29
a211oi: 25 / 0.85
nand3b: 4 / 0.14
o211ai: 5 / 0.17
a21oi: 98 / 2.3
inv: 537 / 9.1
o21bai: 8 / 0.27
-- layer usage --
metal	up-vias	global-route usage, %	part of all wire (%)
li1	7860	-	-
met1	8326	31.70	43
met2	595	35.03	48
met3	45	7.153	8.0
met4	0	3.424	1.9
met5	-	0.3463	0
